$ cat design.v
module sync_single_port_ram(
    input  wire        clk,       
    input  wire        rst,       
    input  wire        en,        
    input  wire        we,        
    input  wire [3:0]  addr,      
    input  wire [7:0]  data_in,   
    output reg  [7:0]  data_out   
);
    reg [7:0] memory [0:15];
    localparam IDLE   = 2'b00;  
    localparam ACTIVE = 2'b01;  
    localparam WRITE  = 2'b10;  
    localparam READ   = 2'b11;  
    reg [1:0] current_state, next_state;  
    integer i;
    initial begin
        for (i = 0; i < 16; i = i + 1)
            memory[i] = 8'h00;       
        data_out = 8'h00;            
        current_state = IDLE;        
    end
    always @(posedge clk) begin
        if (rst)
            current_state <= IDLE;       
        else
            current_state <= next_state; 
    end
    always @(*) begin
        case (current_state)
            IDLE:    next_state = en ? ACTIVE : IDLE;  
            ACTIVE:  next_state = !en ? IDLE : (we ? WRITE : READ);  
            WRITE:   next_state = !en ? IDLE : ACTIVE;  
            READ:    next_state = !en ? IDLE : ACTIVE;  
            default: next_state = IDLE;
        endcase
    end
    always @(posedge clk) begin
        if (rst) begin
            data_out <= 8'h00;  
        end else begin
            case (current_state)
                WRITE: begin
                    if (en && we) begin
                        memory[addr] <= data_in;  
                    end
                end
                READ: begin
                    if (en && !we) begin
                        data_out <= memory[addr];  
                    end
                end
                default: ;  
            endcase
        end
    end
endmodule
$ cat run.sh
#!/bin/bash
# OpenROAD 26Q1-2900-gdf79404cd8, Yosys 0.63+post, stock flow scripts
make -C /OpenROAD-flow-scripts/flow DESIGN_CONFIG=/design/flow/config.mk WORK_HOME=/design/flow/orfs finish
$ cat config.mk
export PLATFORM = sky130hd
export DESIGN_NAME = sync_single_port_ram
export DESIGN_NICKNAME = sync_single_port_ram
export VERILOG_FILES = /design/flow/design.v
export SDC_FILE = /design/flow/constraint.sdc
export NUM_CORES = 4
export LEC_CHECK = 1
export CORE_UTILIZATION = 40
$ cat constraint.sdc
current_design sync_single_port_ram

set clk_period 2.2
set clk_io_pct 0.2

create_clock -name clk0 -period $clk_period [get_ports {clk}]

set non_clock_inputs [all_inputs -no_clocks]
set_input_delay [expr $clk_period * $clk_io_pct] -clock clk0 $non_clock_inputs
set_output_delay [expr $clk_period * $clk_io_pct] -clock clk0 [all_outputs]
==> results.py <==
# Synthesis and PnR figures
metrics = {
    "drt": {
        "routed-via-count": 2712,
        "count_of_tritonroute_iterations_in_the_first_routing_pass": 6,
        "drt_first_iter_violations": 177,
        "wirelength_um": 10400,
        "route.antenna.diode_count": 0,
        "via_per_inst": 5.18,
        "drc": 0,
        "route.antenna.remaining_nets": 0,
        "routed_wire_length_per_instance_um": 19.8,
    },
    "synth": {
        "yosys.stat.seqShare_pct": 74.8,
        "synthesis.instances": 272,
        "yosys_area_um2": 5410,
        "postSynth.asyncResetShare_pct": 0,
        "yosys_cells": 272,
        "synthTopCellsByArea": "edfxtp_1, mux4_2, dfxtp_1, mux2_2, mux4_1",
        "synth_warnings": 1,
        "synthDominantAreaCellType": "edfxtp_1",
        "post_synth.cell_area_avg_um2": 19.9,
        "synth.ff_latch_count": 138,
        "syn_area_um2": 5410,
        "postSynth.topFlopCell": "edfxtp_1",
        "top_area_share_pct": 71.1,
        "synth_cell_type_count": 30,
        "number_of_enable_type_register_cells_in_the_synthesized_netlist": 128,
    },
    "setup_path": {
        "timing.critical_path.required_ns": 2.31,
        "worst_setup_path_start_kind": "primary input",
        "combined_buffer_and_inverter_count_along_the_critical_path": 2,
        "cell_family_with_the_largest_share_of_critical_path_delay": "simple AND/OR/NAND/NOR gates",
        "worstSetupPathType": "primary input to flip-flop",
        "cp_cell_sequence": "clkdlybuf4s50_1 > and4b_1 > or3b_1 > nor3_2 > buf_4",
        "critical_path.max_stage_delay_ns": 0.46,
        "cp.arrival_ns": 2.02,
        "critical-path-slowest-cell": "clkdlybuf4s50_1",
        "end_kind": "flip-flop",
        "crit_fanout": 8,
    },
    "grt": {
        "global_routing_usage_summed_across_all_routing_layers_pct": 17.2,
        "grt_antenna_before_repair": 0,
        "grt_pass1_wl_um": 16200,
        "grt_pass1_vias": 2917,
        "overflow": 0,
        "grt_max_degree": 26,
    },
    "power_and_ir_drop": {
        "power.density_cell_area_nw_per_um2": 901,
        "power.ir.vdd_worst_v": 0.000596,
        "p_leak_nw": 2.23,
    },
    "timing": {
        "timing.final.setup_violations": 0,
        "setup_repair_after_global_routing_missed_its_margin": "false",
        "setup_total_negative_slack_ns": 0,
        "finalClockSkew_ns": 0.00903,
        "post-route-min-period_ns": 1.90,
        "worstMarginPinSlew_ns": 0.674,
        "hold_viol": 0,
        "timing.max_slew.rel_slack_pct": 54.9,
        "fmax_mhz": 526,
        "fin_crit_sh_pct": 86.5,
        "maxSlewViolCount": 0,
    },
    "cts": {
        "deepest_level_of_the_cts_h_tree": 4,
        "clock-root-buffer": "clkbuf_16",
        "number_of_sinks_handled_by_clock_tree_synthesis": 138,
        "post_cts.resized_instances": 0,
        "maximum_buffer_depth_of_the_clock_tree": 2,
        "tritoncts.num_buffers": 17,
        "clock_insertion_delay_worst_skew_ns": 0.41,
        "post_cts_hold_buffer_count": 0,
        "tritoncts": "built",
        "postCtsSetupRepairBufs": 0,
        "clkSlewWorstSetupHoldPaths_ns": 0.05,
    },
    "final_layout": {
        "drive_gt1_share_pct": 29.9,
        "fin_cells": 524,
        "area_delta_synth_final_pct": 22.9,
        "num-fill-cells": 1060,
    },
    "floorplanning": {
        "placementRows": 42,
        "die_area_um2": 14000,
        "fp.dieW_um": 118,
        "fp.coreArea_um2": 13200,
        "num_ports": 24,
        "die-height_um": 118,
        "initCoreUtil_pct": 41.0,
    },
    "min_path": {
        "hold_class": "flip-flop to flip-flop",
    },
    "job": {
        "openroad.warnings": 27,
        "cap_violations": 0,
    },
    "run_status": {
        "status": "complete, no violations",
    },
    "placement": {
        "detailed_place_hpwl_um": 6810,
        "instance_count_after_placement_with_tap_cells_included": 492,
        "port_buffers": 23,
        "place_congestion": 0.807,
    },
}
==> worst register-to-register path, cell delays in order, from the launching register on <==
cell     delay, ns
dfxtp_1       0.32
inv_1         0.06
ha_1          0.15
and4b_1       0.26
or3b_1        0.44
nor3_2        0.13
buf_4         0.20
==> per-layer routing <==
metal  routed length, um  share of wire (%)  GRT usage [%]  vias up
met3                1010                9.7           9.01       10
met4                 123                1.2           1.76        0
met2                5080                 49           25.6      122
met5                   0                  0              0        -
met1                4170                 40           25.5     1330
li1                    -                  -              -     1250
==> placed cells by master, fill, tap and decap left out <==
cell type and instances:
mux2_2 16, nor3b_2 1, clkbuf_16 17, clkinv_1 1
edfxtp_1 128, buf_2 1, nor2_1 13, nand3_1 1
dfxtp_1 10, bufinv_16 4, clkinvlp_4 4, clkinv_2 5
nand2b_1 3, and2_1 1, and3b_1 2, nor3_1 4
buf_12 1, nand3b_1 2, buf_4 36, mux4_2 18
o21bai_1 8, a22oi_1 16, mux4_1 6, inv_1 2
nand2_1 9, a41oi_1 8, nor3_2 1, ha_1 3
nor2b_1 1, clkdlybuf4s50_1 22, and4b_1 1, a21oi_1 1
or3b_1 1, clkbuf_1 1
==> layout make-up <==
cell class / instances / area, um^2 / share of cell area [%]
Multi-Input combinational cell: 116 / 1250 / 18.8
Clock buffer: 18 / 429 / 6.46
Tap cell: 176 / 220 / 3.31
Timing Repair Buffer: 60 / 515 / 7.76
Sequential cell: 138 / 4040 / 60.9
Inverter: 2 / 7.51 / 0.113
Clock inverter: 14 / 179 / 2.69
==> state kept, by name (all words and copies together) (netlist names) <==
| name | cells |
|---|---|
| data_out | 8 |
| current_state | 2 |
| memory | 128 |
==> path summary, 6_finish.rpt <==
kind,from,end,slack (ns),cells past startpoint
max,rst,memory[0][2],0.30,5
min,data_out[2],data_out[2],0.53,2
max reg2reg,current_state[0],memory[0][2],0.35,6
min reg2reg,data_out[2],data_out[2],0.53,2
==> cell usage after synthesis (3+ instances only) <==
master and instances:
a22oi_1 16, a41oi_1 8, buf_1 4, buf_2 4, clkbuf_1 3, dfxtp_1 10
edfxtp_1 128, ha_1 3, mux2_2 16, mux4_1 6, mux4_2 18, nand2_1 9
nand2b_1 3, nor2_1 13, nor3_1 5, o21bai_1 8
==> power by group <==
group | switching (mW) | internal, mW
registers | 0.00203 | 2.87
clock network | 0.996 | 1.88
logic | 0.129 | 0.111
==> cell families (layout without fill, tap and decap cells) <==
group,count (synthesis),count (layout),synth area share [%]
buf+inv,18,94,2.18
compound gates,33,33,4.72
simple gates,40,40,3.84
fa+ha+maj,3,3,0.695
flops,138,138,74.8
mux,40,40,13.7
==> metrics by stage <==
step | worst slack [ns] | power, mW | util [%] | hold slack, ns | instance area, um^2
after floorplan | 0.115 | 3.05 | - | 0.483 | 5410
after global placement | -0.0913 | 3.17 | 45.8 | 0.512 | 6040
after detailed placement | -0.120 | 3.17 | 45.8 | 0.518 | 6040
after CTS | 0.299 | 6.03 | 50.4 | 0.536 | 6640
after global routing | 0.238 | 6.15 | 50.4 | 0.556 | 6640
final | 0.298 | 5.98 | 50.4 | 0.527 | 6640
No activity file was given, so power comes from the tool's default toggle rates.
