===== design/flow/run.sh =====
#!/bin/bash
# OpenROAD 26Q1-2900-gdf79404cd8, Yosys 0.63+post, stock flow scripts
make -C /OpenROAD-flow-scripts/flow DESIGN_CONFIG=/design/flow/config.mk WORK_HOME=/design/flow/orfs finish

===== design/flow/config.mk =====
export PLATFORM = sky130hd
export DESIGN_NAME = sync_dual_port_ram
export DESIGN_NICKNAME = sync_dual_port_ram
export VERILOG_FILES = /design/flow/design.v
export SDC_FILE = /design/flow/constraint.sdc
export NUM_CORES = 4
export LEC_CHECK = 1
export CORE_UTILIZATION = 50

===== design/flow/constraint.sdc =====
current_design sync_dual_port_ram

set clk_period 1.9
set clk_io_pct 0.2

create_clock -name clk0 -period $clk_period [get_ports {clk}]

set non_clock_inputs [all_inputs -no_clocks]
set_input_delay [expr $clk_period * $clk_io_pct] -clock clk0 $non_clock_inputs
set_output_delay [expr $clk_period * $clk_io_pct] -clock clk0 [all_outputs]

===== design/flow/design.v =====
module sync_dual_port_ram #(
    parameter DATA_WIDTH = 8,
    parameter ADDR_WIDTH = 4,
    parameter MEM_DEPTH  = (1 << ADDR_WIDTH)
)(
    input  wire                     clk,
    input  wire                     reset,
    input  wire                     write_en_a,
    input  wire                     read_en_a,
    input  wire [ADDR_WIDTH-1:0]    addr_a,
    input  wire [DATA_WIDTH-1:0]    data_in_a,
    output reg  [DATA_WIDTH-1:0]    data_out_a,
    input  wire                     write_en_b,
    input  wire                     read_en_b,
    input  wire [ADDR_WIDTH-1:0]    addr_b,
    input  wire [DATA_WIDTH-1:0]    data_in_b,
    output reg  [DATA_WIDTH-1:0]    data_out_b,
    output reg                      conflict_flag
);
    reg [DATA_WIDTH-1:0] mem [0:MEM_DEPTH-1];
    integer i;
    initial begin
        for (i = 0; i < MEM_DEPTH; i = i + 1)
            mem[i] = i[DATA_WIDTH-1:0];
        data_out_a   = {DATA_WIDTH{1'b0}};
        data_out_b   = {DATA_WIDTH{1'b0}};
        conflict_flag= 1'b0;
    end
    always @(posedge clk or posedge reset) begin
        if (reset) begin
            data_out_a    <= {DATA_WIDTH{1'b0}};
            data_out_b    <= {DATA_WIDTH{1'b0}};
            conflict_flag <= 1'b0;
        end else begin
            if (write_en_a && write_en_b && (addr_a == addr_b)) begin
                mem[addr_a] <= data_in_a;
                conflict_flag <= 1'b1;
                if (read_en_a) data_out_a <= data_in_a;
                if (read_en_b) data_out_b <= data_in_a;
            end else begin
                if (write_en_a) mem[addr_a] <= data_in_a;
                if (write_en_b) mem[addr_b] <= data_in_b;
                if (read_en_a) data_out_a <= mem[addr_a];
                if (read_en_b) data_out_b <= mem[addr_b];
            end
        end
    end
endmodule

==> results.sh <==
# flow metrics
export IMPL_dr_total_vias=13700
export IMPL_fp_util_pct=51.3
export IMPL_switching_power_uw=3680
export IMPL_simple_gate_share_pct=23.4
export IMPL_internal_power_uw=7050
export IMPL_diodes=0
export IMPL_synth_stat_cells=1333
export IMPL_clock_sink_count=145
export IMPL_holdWs_ps=442
export IMPL_top_area_cell="edfxtp_1"
export IMPL_ctsHoldBuffers=0
export IMPL_async_reset_ff_share_pct=11.7
export IMPL_cts_tree="built"
export IMPL_yosysWarningCount=2
export IMPL_crit_buf_inv=0
export IMPL_path_class="flip-flop to flip-flop"
export IMPL_netlist_instances=1333
export IMPL_viasPerCell=7.22
export IMPL_fa_ha_area_share_pct=0
export IMPL_crit_required_ps=2230
export IMPL_finalHoldViolations=0
export IMPL_clock_skew_ps=14.3
export IMPL_rsz0062_at_grt="yes"
export IMPL_start_kind="flip-flop"
export IMPL_wl_per_cell_um=31.5
export IMPL_die_h_um=152
export IMPL_slew_violations=0
export IMPL_timing_fmax_ghz=0.510
export IMPL_drive_above_1_share_pct=30.2
export IMPL_port_buffers=46
export IMPL_path_cells="nand3b_1 -> a21oi_2 -> or4_4 -> or4_4 -> o311a_1"
export IMPL_fin_util_pct=70.4
export IMPL_core_area_mm2=0.0220
export IMPL_arrival_ps=2290
export IMPL_grt_pass1_wl_um=86600
export IMPL_logic_family="AND-OR/OR-AND gates"
export IMPL_cts_buffer_depth=2
export IMPL_yosys_top_cells_count="nand2_1, o22ai_1, edfxtp_1"
export IMPL_violations="setup timing"
export IMPL_worstSetupEndpointType="flip-flop"
export IMPL_drtAntennaViolNets=0
export IMPL_p_per_area_mw_per_mm2=692
export IMPL_grt_pass1_vias=13100
export IMPL_ctsHtreeMaxLevel=4
export IMPL_rows=54
export IMPL_clockRootBuffer="clkbuf_16"
export IMPL_crit_slowest_cell="edfxtp_1"
export IMPL_r2r_start="mem[13][3]"
export IMPL_ys_flops=145
export IMPL_critPathMaxStageDelay_ps=530
export IMPL_slew_headroom_pct=62.6
export IMPL_reg2reg_slack_ps=-60
export IMPL_crit_family="simple AND/OR/NAND/NOR gates"
export IMPL_clkPwrFrac_pct=31.3
export IMPL_drtIter0Drc=1772
export IMPL_min_path_type="input port to async pin"
export IMPL_leakage_uw=0.00599
export IMPL_yosysUniqueCellTypes=68
export IMPL_compound_area_share_pct=29.8
export IMPL_drv_cap=0
export IMPL_antenna_found_initial=1
export IMPL_tool_warnings=29
export IMPL_dieWidth_um=152
export IMPL_grt_overflow_total=0
export IMPL_dp_cells=1847
export IMPL_placed_cell_area_mm2=0.0143
export IMPL_crit_start="mem[13][3]"
export IMPL_finalSetupViolCount=5
export IMPL_area_leaders="edfxtp_1, nand2_1, a32oi_1, o22ai_1, dfrtp_1"
export IMPL_ys_flop_type="edfxtp_1"
export IMPL_reg2reg_to="data_out_a[3]"
export IMPL_finalCritPeriodShare_pct=103
export IMPL_ir_drop_mv=0.496
export IMPL_grtUsageTotal_pct=54.6
export IMPL_crit_end="data_out_a[3]"
export IMPL_ioPinCount=47
export IMPL_setup_slack_ps=-62.3
export IMPL_hpwl_um=45200
export IMPL_syn_to_final_growth_pct=37.3
export IMPL_cts_buffers=17
export IMPL_xor_area_share_pct=0.310
export IMPL_p_seq_share_pct=40.4
export IMPL_synth_most_common_cell="nand2_1"
export IMPL_ys_sh_mux_pct=2.41
export IMPL_tns_ps=-143
export IMPL_top_area_share_pct=34.0
export IMPL_design_area_mm2=0.0155
export IMPL_status="complete, but fails checks"
export IMPL_yosys_stat_chipArea_mm2=0.0113
export IMPL_synth_seq_share_pct=37.8
export IMPL_reg2reg_depth=5
export IMPL_tightestPinTransition_ps=557
export IMPL_edf_count=128
export IMPL_cpMostUsedCell="or4_4"
export IMPL_drc=0
export IMPL_fin_cells=1900
export IMPL_cp_num_cells=5
export IMPL_place_congestion=1.15
export IMPL_clock_latency_ps=440
export IMPL_chip_area_mm2=0.0232
export IMPL_swShare_pct=34.3
export IMPL_p_comb_share_pct=28.4
export IMPL_grt_max_degree=58
export IMPL_syn_avg_cell_area_um2=8.48
export IMPL_crit_fanout=3
export IMPL_netlist_area_mm2=0.0113
export IMPL_finalCriticalPeriod_ps=1960
export IMPL_first_pass_iters=26
export IMPL_routed_wl_um=59900
export IMPL_clk_pin_slew_ps=80
-- sequential cells by signal (all words and copies together), names as in the netlist --
register       flops
mem              128
data_out_a         8
conflict_flag      1
data_out_b         8
-- worst register-to-register path, delay by kind of cell (launching register included) --
kind | cells | cell delay [ps]
AND/OR/NAND/NOR | 3 | 1120
flip-flops | 1 | 530
AND-OR/OR-AND | 2 | 210
-- placed cells by master (no fill, tap or decap), types with 20 or more instances in the layout --
cell type | synthesis | final
buf_4 | 13 | 301
nand2_1 | 307 | 292
o22ai_1 | 137 | 137
edfxtp_1 | 128 | 128
a32oi_1 | 119 | 118
nor2_1 | 43 | 41
nand3b_1 | 40 | 40
clkdlybuf4s50_1 | 0 | 38
buf_12 | 0 | 38
a22oi_1 | 39 | 36
nand3_1 | 33 | 32
a21oi_1 | 32 | 28
o21ai_0 | 28 | 23
nand2b_1 | 30 | 20
-- what timing repair did --
item / CTS / global route
hold endpoints to repair: 0 / 0
setup buffers: 14 / 3
setup endpoints to repair: 144 / 131
gates resized: 45 / 64
pin swaps: 11 / 15
gates cloned: 4 / 0
-- layout make-up --
cell class | count | area [um2]
Timing Repair Buffer | 390 | 3600
Inverter | 16 | 67.6
Tap cell | 280 | 350
Clock inverter | 13 | 116
Clock buffer | 19 | 443
Sequential cell | 145 | 4270
Multi-Input combinational cell | 1037 | 6670
Fill cell | 1638 | 6510
-- power by group through the flow --
stage,sequential [uW],clock [uW],combinational (uW)
4_1_cts,4290,3350,2840
6_report,4330,3360,3050
5_1_grt,4330,3470,3180
-- layer usage --
metal  track usage [%]  share of wire (%)  vias to the layer above
met1              72.7                 36                     6341
met4              29.7                7.8                        6
li1                  -                  -                     5785
met5              4.14               0.23                        -
met2              74.1                 40                     1281
met3              27.2                 16                      299
-- worst min-delay path by stage --
stage	start	to	slack (ps)
after global routing	reset	data_out_a[4]	450
after CTS	reset	data_out_a[4]	440
final	reset	data_out_a[4]	440
-- through the flow --
stage                     setup slack [ps]  power (uW)
after floorplan                       -996        5470
final                                -62.3       10700
after global routing                 -79.2       11000
after detailed placement             -1040        7070
after CTS                            -17.5       10500
after global placement               -1090        7040
-- cells by family after synthesis --
kind of cell | after synthesis
simple gates | 549
compound gates | 458
buf+inv | 151
flops | 145
mux | 26
xor+xnor | 4
Power figures rest on the tool's default switching activity, not on a simulated workload.
